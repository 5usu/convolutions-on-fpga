--- ./design.v ---
module gaussian_blur_256x256 (
    input wire clk,
    input wire rst,
    input wire [7:0] input_pixel,
    input wire [15:0] input_addr,
    output wire [7:0] output_pixel,
    output wire [15:0] output_addr
);
    localparam WIDTH = 256;
    localparam HEIGHT = 256;
    localparam KERNEL_SIZE = 3;
    localparam BUFFER_ROWS = KERNEL_SIZE - 1;
    reg [7:0] line_buffer [0:BUFFER_ROWS-1][0:WIDTH-1];
    wire [7:0] window [0:KERNEL_SIZE-1][0:KERNEL_SIZE-1];
    reg [7:0] x_count;
    reg [7:0] y_count;
    reg [15:0] addr_pipeline [0:KERNEL_SIZE-1];
    reg valid_pipeline [0:KERNEL_SIZE-1];
    integer i, j;
    always @(posedge clk or posedge rst) begin
        if (rst) begin
            for (i = 0; i < BUFFER_ROWS; i = i + 1)
                for (j = 0; j < WIDTH; j = j + 1)
                    line_buffer[i][j] <= 8'd0;
            x_count <= 8'd0;
            y_count <= 8'd0;
        end else begin
            for (i = BUFFER_ROWS-1; i > 0; i = i - 1)
                line_buffer[i] <= line_buffer[i-1];
            line_buffer[0][x_count] <= input_pixel;
            if (x_count == WIDTH-1) begin
                x_count <= 8'd0;
                if (y_count == HEIGHT-1)
                    y_count <= 8'd0;
                else
                    y_count <= y_count + 8'd1;
            end else begin
                x_count <= x_count + 8'd1;
            end
        end
    end
    genvar row, col;
    generate
        for (row = 0; row < KERNEL_SIZE; row = row + 1) begin : window_row
            for (col = 0; col < KERNEL_SIZE; col = col + 1) begin : window_col
                if (row == KERNEL_SIZE-1)
                    assign window[row][col] = (col == KERNEL_SIZE-1) ? input_pixel : line_buffer[row-1][x_count+col+1];
                else
                    assign window[row][col] = line_buffer[row][x_count+col];
            end
        end
    endgenerate
    wire [7:0] blurred_pixels [0:WIDTH-KERNEL_SIZE];
    genvar k;
    generate
        for (k = 0; k < WIDTH-KERNEL_SIZE+1; k = k + 1) begin : blur_modules
            gaussian_blur_3x3 blur_inst (
                .clk(clk),
                .rst(rst),
                .pixel_00(window[0][k]), .pixel_01(window[0][k+1]), .pixel_02(window[0][k+2]),
                .pixel_10(window[1][k]), .pixel_11(window[1][k+1]), .pixel_12(window[1][k+2]),
                .pixel_20(window[2][k]), .pixel_21(window[2][k+1]), .pixel_22(window[2][k+2]),
                .blurred_pixel(blurred_pixels[k])
            );
        end
    endgenerate
    always @(posedge clk or posedge rst) begin
        if (rst) begin
            for (i = 0; i < KERNEL_SIZE; i = i + 1) begin
                addr_pipeline[i] <= 16'd0;
                valid_pipeline[i] <= 1'b0;
            end
        end else begin
            addr_pipeline[0] <= input_addr;
            valid_pipeline[0] <= (y_count >= KERNEL_SIZE-1) && (x_count >= KERNEL_SIZE-1);
            for (i = 1; i < KERNEL_SIZE; i = i + 1) begin
                addr_pipeline[i] <= addr_pipeline[i-1];
                valid_pipeline[i] <= valid_pipeline[i-1];
            end
        end
    end
    assign output_pixel = blurred_pixels[0];
    assign output_addr = addr_pipeline[KERNEL_SIZE-1] - ((KERNEL_SIZE/2 * WIDTH) + KERNEL_SIZE/2);
endmodule
module gaussian_blur_3x3 (
    input wire clk,
    input wire rst,
    input wire [7:0] pixel_00, pixel_01, pixel_02,
    input wire [7:0] pixel_10, pixel_11, pixel_12,
    input wire [7:0] pixel_20, pixel_21, pixel_22,
    output reg [7:0] blurred_pixel
);
    parameter [3:0] W00 = 4'd1, W01 = 4'd2, W02 = 4'd1;
    parameter [3:0] W10 = 4'd2, W11 = 4'd4, W12 = 4'd2;
    parameter [3:0] W20 = 4'd1, W21 = 4'd2, W22 = 4'd1;
    reg [11:0] sum;
    always @(posedge clk or posedge rst) begin
        if (rst) begin
            blurred_pixel <= 8'd0;
        end else begin
            sum = (pixel_00 * W00) + (pixel_01 * W01) + (pixel_02 * W02) +
                  (pixel_10 * W10) + (pixel_11 * W11) + (pixel_12 * W12) +
                  (pixel_20 * W20) + (pixel_21 * W21) + (pixel_22 * W22);
            blurred_pixel <= sum[11:4];
        end
    end
endmodule
--- ./run.sh ---
#!/bin/bash
# OpenROAD 26Q1-2900-gdf79404cd8, Yosys 0.63+post, stock flow scripts
make -C /OpenROAD-flow-scripts/flow DESIGN_CONFIG=/design/flow/config.mk WORK_HOME=/design/flow/orfs finish
--- ./config.mk ---
export PLATFORM = sky130hd
export DESIGN_NAME = gaussian_blur_256x256
export DESIGN_NICKNAME = gaussian_blur_256x256
export VERILOG_FILES = /design/flow/design.v
export SDC_FILE = /design/flow/constraint.sdc
export NUM_CORES = 4
export LEC_CHECK = 1
export CORE_UTILIZATION = 30
export SYNTH_HDL_FRONTEND = slang
--- ./constraint.sdc ---
current_design gaussian_blur_256x256

set clk_period 1049.1
set clk_io_pct 0.2

create_clock -name clk0 -period $clk_period [get_ports {clk}]

set non_clock_inputs [all_inputs -no_clocks]
set_input_delay [expr $clk_period * $clk_io_pct] -clock clk0 $non_clock_inputs
set_output_delay [expr $clk_period * $clk_io_pct] -clock clk0 [all_outputs]
==> flow_summary.rst <==
Flow metrics
------------

.. list-table::
   :header-rows: 1

   * - Metric
     - Value
   * - Fraction of power consumed by sequential logic
     - 46.9%
   * - Count of tool warnings
     - 69
   * - Power Density
     - 1.30 nW/µm²
   * - Data required time at the worst endpoint
     - 1050.28 ns
   * - Net Sw Power
     - 0.0866 mW
   * - Fraction of final layout cells with drive strength greater than 1
     - 58.7%
   * - Detailed Route WL
     - 897,000 µm
   * - Most common reg cell
     - sky130_fd_sc_hd__dfrtp_1
   * - Period utilisation layout
     - 20.5%
   * - Leading area contributor after synthesis
     - sky130_fd_sc_hd__dfrtp_1
   * - Number of buffers inserted during clock tree synthesis
     - 450
   * - Htree depth
     - 5
   * - CORE AREA
     - 813,000 µm²
   * - Fin Setup TNS
     - 0 ns
   * - Total half-perimeter wirelength after legalization and detailed placement
     - 640,000 µm
   * - Routed wire length per instance
     - 36.2 µm
   * - Number of top-level pins
     - 50
   * - Cell types with the largest area share after synthesis
     - sky130_fd_sc_hd__dfrtp_1 43%, sky130_fd_sc_hd__mux4_2 42%, sky130_fd_sc_hd__mux2_2 8.9%
   * - Final critical path time including I/O delays and setup
     - 215.15 ns
   * - Portion of the post-synthesis area used by sequential elements
     - 42.5%
   * - Fin. Hold Viols
     - 0
   * - Peak supply drop
     - 0.00142 mV
   * - Post-synthesis cell count
     - 13,566
   * - Worst hold path type
     - reg -> reg
   * - Outcome
     - complete, no violations
   * - Post-route ant nets
     - 0
   * - Count of buffers from port buffering
     - 49
   * - Total cells reported by yosys after synthesis
     - 13,566
   * - CP max stage cell
     - sky130_fd_sc_hd__buf_4
   * - CTS tree
     - done
   * - Worst-path cell chain
     - clkdlybuf4s50_1, inv_8, buf_4, buf_4, buf_12, buf_4, buf_4, buf_4, buf_4, buf_12
   * - Via density
     - 6.03
   * - Setup repair after global routing missed its margin
     - no
   * - #FFs+latches synth
     - 4,160
   * - Power Internal
     - 0.270 mW
   * - Clock insertion delay at the later pin of the skew report
     - 1.14 ns
   * - Synth warnings
     - 0
   * - Slew at the pin with the worst max-slew slack
     - 1.25 ns
   * - DRC violations left
     - 0
   * - Yosys stat area
     - 245,000 µm²
   * - Signed area change from the synthesized netlist to the final layout
     - 12.2%
   * - Overall track demand over capacity in global routing
     - 23.1%
   * - Leading cell types in the layout, fill and taps excluded
     - 4,591 x sky130_fd_sc_hd__mux4_2, 4,154 x sky130_fd_sc_hd__dfrtp_1, 1,944 x sky130_fd_sc_hd__mux2_2
   * - CP Max Fanout
     - 113
   * - Initial Util
     - 30.1%
   * - Max-slew violations
     - 0
   * - Clock network fraction of total power
     - 47.0%
   * - Commonest Layout Cell
     - sky130_fd_sc_hd__mux4_2
   * - PostCTS Resize Cnt
     - 0
   * - Detailed-router iteration count before antenna repair
     - 8
   * - Switching power as a share of total power
     - 24.2%
   * - Largest net degree at the start of global routing
     - 131
   * - Remaining Overflow, GRT
     - 0
   * - Cell repeated most along the worst path
     - sky130_fd_sc_hd__buf_4
   * - Final setup skew
     - 0.121 ns
   * - Number of endpoints failing setup at the final stage
     - 0
   * - Number of buffers added for setup after CTS
     - 0
   * - Endpoint kind of the worst setup timing path
     - async pin
   * - Buffering stage count on the worst path with inverters included
     - 10
   * - CP Launch Type
     - input pin
   * - Final weighted congestion in routability-driven placement
     - 1.04
   * - Height of the chip
     - 905 µm
   * - Largest incremental delay on the critical path
     - 0.71 ns
   * - Via count of the first global-routing pass
     - 157,430
   * - Root Driver
     - sky130_fd_sc_hd__clkbuf_16
   * - Clock Sinks
     - 4,160
   * - Cell family with most CP delay
     - buffers and inverters
   * - Minimum setup slack among reg-to-reg paths
     - 1035.99 ns
   * - Combined area of all synthesized cells
     - 245,000 µm²
   * - Row Count
     - 331
   * - Critical path arrival
     - 216.33 ns
   * - Unique cell type count in the Yosys netlist
     - 72
   * - Proportion of power drawn by combinational gates
     - 6.2%
   * - Tightest slew margin relative to the limit
     - 16.2%
   * - Clock edge transition at the registers on the reported setup and hold paths
     - 0.06 ns
   * - Number of design-rule violations left by the first detailed-router iteration
     - 12,089
   * - Top cell area share
     - 42.5%
   * - First-pass GRT wire length
     - 1,270,000 µm
   * - Type of the worst setup path
     - in -> async
   * - Final Util
     - 33.8%
   * - Post-cts hold-fix buffer tally
     - 0
   * - Die Span X
     - 905 µm
   * - Async set-or-reset flop fraction in the synthesized netlist
     - 100%
   * - Antenna violations before repair
     - 99
   * - Longest Clk Path Bufs
     - 4
   * - Top achievable clock speed
     - 0.00465 GHz
   * - Post-synth tally of flip-flops with integrated enable
     - 0
   * - Vias
     - 149,322
   * - Post-Synthesis Mean Instance Area
     - 18.1 µm²
   * - Overall die area
     - 820,000 µm²
   * - Standby leakage power
     - 103 nW
   * - Max-capacitance violation count
     - 0
## routing by layer
layer  vias to the layer above  global-route usage (%)  routed length [µm]
met4                       100                    11.6               61700
li1                      56959                       -                   -
met2                      9134                    31.5              384000
met3                      1983                    18.7              168000
met1                     81146                    25.7              280000
met5                         -                    2.01                2750
## per-stage QoR
step	hold WS, ns	total power, mW	cells	setup slack [ns]	instance area (µm²)
after CTS	0.345	0.359	24680	833.67	275000
after global placement	0.332	0.192	23859	832.64	259000
after floorplan	0.331	0.183	13566	721.56	245000
after global routing	0.347	0.368	24715	832.99	275000
after detailed placement	0.335	0.192	23859	832.51	259000
final	0.342	0.357	24764	833.95	275000
## cells in the mapped netlist (all sizes together) (26+ instances only)
cell type and count:
inv 79, nand2 415, mux4 4591, a21oi 51, nor2 239, o21ai 145
nand3 38, o22ai 40, dfrtp 4160, a22oi 41, buf 852, clkbuf 513
mux2i 82, mux2 1944, ha 26, fa 48
## power groups by stage
stage | sequential, mW | combinational, mW | clock (mW)
after global routing | 0.168 | 0.0237 | 0.176
after CTS | 0.167 | 0.0219 | 0.170
final | 0.167 | 0.0220 | 0.168
## registers in the layout, indices dropped and copies added (netlist names)
register / count
addr_pipeline: 48
blur_modules.blur_inst.blurred_pixel: 8
line_buffer: 4096
x_count: 8
## kinds of logic (layout without fill, tap and decap cells)
| kind of cell | count (synthesis) | after routing | synth area share, % |
|---|---|---|---|
| multiplexers | 6617 | 6617 | 51.5 |
| AND/OR/NAND/NOR | 821 | 821 | 1.41 |
| other | 0 | 84 | 0 |
| flip-flops | 4160 | 4160 | 42.5 |
| buffers and inverters | 1446 | 1738 | 2.84 |
| AND-OR/OR-AND | 402 | 402 | 1.03 |
| adder cells (fa/ha/maj) | 74 | 74 | 0.525 |
| XOR/XNOR | 46 | 46 | 0.178 |
## cell type report
cell class              count  area (µm²)
flip-flops and latches   4160      104000
repair buffers            836        6860
well taps               10822       13500
clock inverters           192        2690
inverters                  81         335
clock buffers             629       12900
multi-input cells        7960      134000
fillers                 75772      538000
diodes                     84         210
## worst reg2reg max path: cells and delay by family (launching register included)
family	cells	cell delay, ns
AOI/OAI and AO/OA	8	1.37
and+or+nand+nor	2	0.33
DFF	1	0.87
adders and majority gates	6	3.39
buffers and inverters	7	3.67
xor gates and xnor gates	1	0.65
muxes	4	2.66
## worst paths after layout
check / start / to / cells after the start
min in group asynchronous: rst / line_buffer[1597]$_DFF_PP0_ / 2
hold / removal: addr_pipeline[21]$_DFF_PP0_ / addr_pipeline[5]$_DFF_PP0_ / 0
setup reg to reg: x_count[1]$_DFF_PP0_ / blur_modules[0].blur_inst.blurred_pixel[7]$_DFF_PP0_ / 28
setup / recovery: rst / line_buffer[2621]$_DFFE_PP0P_ / 10
hold reg to reg: addr_pipeline[21]$_DFF_PP0_ / addr_pipeline[5]$_DFF_PP0_ / 0
max in group clk0: input_pixel[1] / blur_modules[0].blur_inst.blurred_pixel[7]$_DFF_PP0_ / 18
Power is estimated from default activity; no workload was simulated.
